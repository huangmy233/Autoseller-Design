### design/flow/run.sh
#!/bin/bash
# OpenROAD 26Q1-2900-gdf79404cd8, Yosys 0.63+post, stock flow scripts
make -C /OpenROAD-flow-scripts/flow DESIGN_CONFIG=/design/flow/config.mk WORK_HOME=/design/flow/orfs finish
### design/flow/config.mk
export PLATFORM = sky130hd
export DESIGN_NAME = Autoseller
export DESIGN_NICKNAME = Autoseller
export VERILOG_FILES = /design/flow/design.v
export SDC_FILE = /design/flow/constraint.sdc
export NUM_CORES = 4
export LEC_CHECK = 1
export CORE_UTILIZATION = 40
### design/flow/constraint.sdc
current_design Autoseller

set clk_period 3.2
set clk_io_pct 0.2

create_clock -name clk0 -period $clk_period [get_ports {clk}]

set non_clock_inputs [all_inputs -no_clocks]
set_input_delay [expr $clk_period * $clk_io_pct] -clock clk0 $non_clock_inputs
set_output_delay [expr $clk_period * $clk_io_pct] -clock clk0 [all_outputs]
### design/flow/design.v
`timescale 1ns/1ps
module Autoseller(clk,rst,start,cancel,Key_in,hold_ind,charge_ind,drinktk_ind,charge_val,coin_val,take,HEX0,HEX1,HEX2,HEX3,HEX4,HEX5,HEX6,HEX7);
  input clk, rst, take; 
  input start, cancel; 
  input [1:0] Key_in; 
  output hold_ind, charge_ind, drinktk_ind; 
  output [2:0] charge_val; 
  output [6:0] HEX0, HEX1, HEX2, HEX3, HEX4, HEX5, HEX6, HEX7; 
  output [1:0] coin_val; 
  reg hold_ind, charge_ind, drinktk_ind;
  reg [2:0] charge_val;
  reg [3:0] currentstate, nextstate;
  reg [6:0] HEX0, HEX1, HEX2, HEX3, HEX4, HEX5;
  reg cnt_en, next_en;
  wire [1:0] coin_val;
  wire [6:0] HEX6, HEX7;
  parameter S0=4'b0000; parameter S1=4'b0001; 
  parameter S2=4'b0010; parameter S3=4'b0011; 
  parameter S4=4'b0100; parameter S5=4'b0101;
  parameter S6=4'b0110; parameter S7=4'b0111;
  parameter S8=4'b1000;
  parameter Non  = 7'b111_1111;
  parameter Hih  = 7'b000_1001;
  parameter Hii  = 7'b100_1111;
  parameter Zero = 7'b100_0000;
  parameter One  = 7'b111_1001;
  parameter Two  = 7'b010_0100;
  parameter Three= 7'b011_0000;
  parameter Five = 7'b001_0010;
  parameter Six  = 7'b000_0010;
  vib_eli u1(.clk(clk),.rst(rst),.key_in(Key_in[0]),.out(coin_val[0]));
  vib_eli u2(.clk(clk),.rst(rst),.key_in(Key_in[1]),.out(coin_val[1]));
   assign HEX7=Hih;
	assign HEX6=Hii;
  always @(posedge clk or negedge rst) 
   if(!rst) nextstate<=S0;
   else case (currentstate)
         S0: if(start)
			     begin
			      if(!cancel) nextstate<=S0;
               else if(coin_val==2'b01) nextstate<=S1;
               else if(coin_val==2'b10) nextstate<=S2;
				  end
				 else nextstate=S0;
	      S1: if(!cancel) nextstate<=S0;
             else if(coin_val==2'b01) nextstate<=S2;
             else if(coin_val==2'b10) nextstate<=S3; 
         S2: if(!cancel) nextstate<=S0; 
             else if(coin_val==2'b01) nextstate<=S3;
             else if(coin_val==2'b10) nextstate<=S4; 
         S3: if(!cancel) nextstate<=S0; 
             else if(coin_val==2'b01) nextstate<=S4;
             else if(coin_val==2'b10) nextstate<=S5;
         S4: if(!cancel) nextstate<=S0; 
             else if(coin_val==2'b01) nextstate<=S5;
             else if(coin_val==2'b10) nextstate<=S6; 
         S5: if(!cancel) nextstate<=S0; 
             else if(take==1'd0) nextstate<=S7;
             else  nextstate<=S5; 
         S6: if(!cancel) nextstate<=S0; 
             else if(take==1'd0) nextstate<=S8;
             else  nextstate<=S6; 
			S7: if(start)
			     begin
			      if(!cancel) nextstate<=S0;
               else if(coin_val==2'b01) nextstate<=S1;
               else if(coin_val==2'b10) nextstate<=S2;
				  end
				 else nextstate=S7;
			S8: if(!cancel) nextstate<=S0;
             else if(coin_val==2'b01) nextstate<=S2;
             else if(coin_val==2'b10) nextstate<=S3;
         default:  nextstate<=S0; 
        endcase
  always @(posedge clk or negedge rst)
    if (!rst) 
      currentstate <= S0; 
	 else if (!cancel)
	   currentstate <= S0;
    else 
      currentstate <= nextstate;
  always @ (currentstate)
   if ((currentstate == S0)||(currentstate == S7)) hold_ind = 1'b0; 
   else hold_ind = 1'b1; 
  always @ (currentstate)
   if ((currentstate == S5 )||(currentstate == S6)) 
   drinktk_ind = 1'b1; 
   else drinktk_ind = 1'b0; 
  always @ (currentstate)
   if ((currentstate == S0)||(currentstate == S7)) charge_ind= 1'b0; 
   else charge_ind= 1'b1;
  always @ (posedge clk) 
    begin
     case (currentstate)
	   S0: charge_val<= 3'b000;
      S1: charge_val<= 3'b001;
      S2: charge_val<= 3'b010;
      S3: charge_val<= 3'b011;
      S4: charge_val<= 3'b100;
		S5: charge_val<= 3'b101;
		S6: charge_val<= 3'b110;
		S7: charge_val<= 3'b000;
      S8: charge_val<= 3'b001;
      default: charge_val<= 3'b000;
     endcase
    end 
  always @(posedge clk or negedge rst) 
	 if (!rst)
	  begin
	     HEX5 <= Non;
	     HEX4 <= Non;
	     HEX3 <= Zero;
	     HEX2 <= Zero;
		  HEX1 <= Zero;
	     HEX0 <= Zero;
	  end
	 else if (!cancel)
	  begin
	     HEX5 <= Non;
	     HEX4 <= Non;
	     HEX3 <= Zero;
	     HEX2 <= Zero;
		  HEX1 <= Zero;
	     HEX0 <= Zero;
	  end
	 else if (currentstate == S0)
	  begin
	     HEX5 <= Non;
	     HEX4 <= Non;
	     HEX3 <= Zero;
	     HEX2 <= Zero;
		  HEX1 <= Zero;
	     HEX0 <= Zero;
	  end
	 else if (currentstate == S1)
	  begin
	     HEX5 <= Non;
	     HEX4 <= Non;
	     HEX3 <= Zero;
	     HEX2 <= Five;
		  HEX1 <= Zero;
	     HEX0 <= Five;
	  end
	 else if (currentstate == S2)
	  begin
	     HEX5 <= Non;
	     HEX4 <= Non;
	     HEX3 <= One;
	     HEX2 <= Zero;
		  HEX1 <= One;
	     HEX0 <= Zero;
	  end
	 else if (currentstate == S3)
	  begin
	     HEX5 <= Non;
	     HEX4 <= Non;
	     HEX3 <= One;
	     HEX2 <= Five;
		  HEX1 <= One;
	     HEX0 <= Five;
	  end
	 else if (currentstate == S4)
	  begin
	     HEX5 <= Non;
	     HEX4 <= Non;
	     HEX3 <= Two;
	     HEX2 <= Zero;
		  HEX1 <= Two;
	     HEX0 <= Zero;
	  end
	 else if (currentstate == S5)
	  begin
	     HEX5 <= Zero;
	     HEX4 <= Zero;
	     HEX3 <= Two;
	     HEX2 <= Five;
		  HEX1 <= Two;
	     HEX0 <= Five;
	  end
	 else if (currentstate == S6)
	  begin
	     HEX5 <= Zero;
	     HEX4 <= Five;
	     HEX3 <= Three;
	     HEX2 <= Zero;
		  HEX1 <= Three;
	     HEX0 <= Zero;
	  end
	 else if (currentstate == S7)
	  begin
	     HEX5 <= Six;
	     HEX4 <= Six;
	     HEX3 <= Zero;
	     HEX2 <= Zero;
		  HEX1 <= Zero;
	     HEX0 <= Zero;
	  end
	 else if (currentstate == S8)
	  begin
	     HEX5 <= Six;
	     HEX4 <= Six;
	     HEX3 <= Zero;
	     HEX2 <= Five;
		  HEX1 <= Zero;
	     HEX0 <= Five;
	  end
	 else 
	  begin
	     HEX5 <= Non;
	     HEX4 <= Non;
	     HEX3 <= Zero;
	     HEX2 <= Zero;
		  HEX1 <= Zero;
	     HEX0 <= Zero;
		 end
endmodule
module vib_eli(clk,rst,key_in,out); 
  input clk,rst,key_in;
  output reg out;
  reg st_flag;
  reg [19:0]cnt_20m;
  reg flag; 
  parameter DELAY=20'd999999;
  always @(posedge clk or negedge rst)
  begin
     if(!rst) begin
	     cnt_20m <= 20'd0;
		  flag <= 1'b0;
	  end
	  else if(cnt_20m==DELAY) begin
	     cnt_20m <= 20'd0;
		  flag <= 1'b1;
	  end
	  else if(key_in==1'b0) cnt_20m <= cnt_20m+1'b1;
	  else begin
	     cnt_20m <= 20'd0;
		  flag <= 1'b0;
	  end
  end
  always @(posedge clk or negedge rst)
  begin
     if(!rst) st_flag <= 1'b0;
	  else if((key_in==1'b0)&&(cnt_20m==DELAY)) st_flag <= 1'b1;
	  else st_flag <= 1'b0;
  end
  always @(posedge clk or negedge rst) 
  begin
     if(!rst) out<=1'b0;
	  else if((st_flag==1'b0)&&(cnt_20m==DELAY)&&(flag==1'b0)) out<=1'b1;
	  else out<=1'b0;
  end
  endmodule
==> flow_summary_export.csv <==
group,metric,value,unit
placed_design,hpwlAfterDp,4280,um
final_timing,tns,0,ns
grt,grt_use_total,14.6,%
run,tool_warnings,26,
final_timing,grt_setup_unrepaired,"false",
floorplanning,fp_util,41.7,%
finish,layout-drive-gt1-share,9.25,%
logic_synthesis,edf_count,0,
clocking,numCtsBuffers,9,
final_timing,worst_pin_slew,0.761,ns
placed_design,placement.io_buffers,46,
final_timing,finalSetupViolations,0,
final_timing,fin_ws,0.411,ns
grt,grt_util_met1,23.4,%
logic_synthesis,synth.avg_cell_area,9.57,um^2
critical_path,critPathCaptureType,"output port",
placed_design,dp_slack,0.725,ns
critical_path,required,2.56,ns
grt,grt_pass1_vias,2373,
logic_synthesis,synth_cells,384,
clocking,postCtsSetupRepairBufs,0,
finish,syn2layout_area_growth,12.5,%
clocking,clock_path_buffers,2,
placed_design,place.gp.congestion,0.848,
clocking,h-tree-depth,3,
critical_path,worstReg2RegEnd,"u1.cnt_20m[11]",
finish,fin_area,0.00414,mm^2
logic_synthesis,flop_cell,"dfrtp_1",
pwr,power.total,0.00167,W
clocking,post_cts_resized,0,
critical_path,startpoint_type,"flip-flop",
grt,use_met3,3.34,%
critical_path,r2r_cells,5,
logic_synthesis,yosys_cells,384,
placed_design,post-place-cells,503,
clocking,clk_transition_reported_paths,0.08,ns
final_timing,hold_viol_final,0,
route,vias_per_cell,4.96,
route,drt-total-wl,6280,um
floorplanning,core,0.00881,mm^2
placed_design,placed_cell_area,0.00394,mm^2
final_timing,period_needed,2.79,ns
floorplanning,die_h,97.9,um
critical_path,r2r_slack,1.10,ns
final_timing,fmax,359,MHz
logic_synthesis,postSynthSeqShare,47.5,%
critical_path,r2r_start,"u1.cnt_20m[2]",
floorplanning,die_width,97.9,um
clocking,clkSinkCount,70,
pwr,vdd_ir_drop_max,0.000161,V
clocking,cts_hold_buf,0,
grt,grt_pass1_wl,11300,um
clocking,clock_latency,0.34,ns
logic_synthesis,yosys.cell_types.count,56,
route,route.detailed.drc,0,
final_timing,relSlewSlack,49.3,%
final_timing,skew,0.00697,ns
critical_path,cp.arrival,2.15,ns
floorplanning,rows,34,
route,first_pass_iters,22,
logic_synthesis,ys.flops,70,
final_timing,final_max_slew_viol_count,0,
clocking,cts_tree,"done",
pwr,powerDensity,403,mW/mm^2
critical_path,critical_path_class,"flip-flop to output port",
route,antenna_cells,0,
grt,busiest_layer,"met1",
worst_hold_path,hold_class,"input pin to asynchronous set/reset pin",
outcome,outcome,"complete, no violations",
route,avgRoutedWirePerCell,12.1,um
route,drtIter0Drc,94,
route,vias,2574,
finish,final_cell_count_no_fill,519,
grt,grt_max_degree,33,
clocking,cts-root-buf,"clkbuf_8",
grt,grt.met2_usage,21.3,%
floorplanning,die_area,0.00958,mm^2
logic_synthesis,yosys-stat-area,0.00368,mm^2
logic_synthesis,syn_area,0.00368,mm^2
grt,antenna_found_initial,0,
logic_synthesis,async_flop_share,95.7,%
grt,grt-ovfl-total,0,
run,cap_violations,0,
finish,fill_cells,815,
pwr,p_leak,1.80,nW
critical_path,crit_path_max_fanout,23,
final_timing,finalCritPeriodShare,87.1,%
floorplanning,io_pins,71,
logic_synthesis,yosysWarnings,2,
route,detail-route-antenna-nets,0,
==> registers in the layout (all words and copies together) (netlist names) <==
signal,count
u1.cnt_20m,20
u2.cnt_20m,20
HEX3,5
currentstate,4
nextstate,4
HEX4,3
HEX5,3
charge_val,3
HEX2,2
u1.flag,1
u1.out,1
u1.st_flag,1
u2.flag,1
u2.out,1
u2.st_flag,1
==> Yosys cell counts, types with 2 or more instances <==
master / instances / area (um^2)
a21o_1: 2 / 15.0
a21oi_1: 3 / 15.0
a221oi_1: 2 / 17.5
a32oi_1: 2 / 17.5
and2_1: 6 / 37.5
and3_1: 7 / 43.8
buf_2: 10 / 50.1
buf_4: 46 / 345
clkbuf_1: 2 / 7.51
conb_1: 2 / 7.51
dfrtp_1: 59 / 1480
dfstp_2: 8 / 210
dfxtp_1: 3 / 60.1
ha_1: 4 / 50.1
inv_1: 14 / 52.6
nand2_1: 26 / 97.6
nand2b_1: 2 / 12.5
nand3_1: 19 / 95.1
nand3b_1: 2 / 15.0
nand4_1: 8 / 50.1
nor2_1: 58 / 218
nor2b_1: 3 / 18.8
nor3_1: 10 / 50.1
nor3b_1: 3 / 22.5
nor4_1: 3 / 18.8
nor4b_1: 3 / 26.3
o21ai_0: 10 / 50.1
o22ai_1: 3 / 18.8
o41ai_1: 2 / 17.5
xnor2_1: 14 / 123
xor2_1: 23 / 201
==> metal layers <==
| layer | up-vias | part of all wire [%] |
|---|---|---|
| li1 | 1262 | - |
| met4 | 0 | 1.6 |
| met1 | 1215 | 49 |
| met5 | - | 0 |
| met3 | 11 | 6.1 |
| met2 | 86 | 43 |
==> worst max-delay path by stage <==
stage,startpoint,end,depth (start not counted)
after CTS,currentstate[0],charge_ind,3
after global routing,currentstate[0],charge_ind,3
final,currentstate[1],charge_ind,3
==> area by class of cell <==
class | count | area [um^2] | area share, %
flip-flops and latches | 70 | 1750 | 42.2
multi-input cells | 262 | 1530 | 36.9
repair buffers | 49 | 478 | 11.6
well taps | 108 | 135 | 3.27
clock buffers | 9 | 124 | 3.00
clock inverters | 7 | 73.8 | 1.79
inverters | 14 | 52.6 | 1.27
==> cells by family after synthesis <==
group	synth area share, %
flops	47.5
simple gates	21.9
fa+ha+maj	1.36
buf+inv	13.2
other cells	0.204
mux	0.272
compound gates	6.67
xor+xnor	8.82
==> worst max-delay path: stages (launching register included) <==
cell and delay (ns):
dfrtp_1 0.65, or3_1 0.53, a21o_1 0.22, clkdlybuf4s50_1 0.41
==> power breakdown <==
group | internal (W) | total, W | switching, W | leakage, nW
combinational | 0.0000190 | 0.0000599 | 0.0000410 | 0.769
clock | 0.000362 | 0.000713 | 0.000350 | 0.0996
sequential | 0.000890 | 0.000895 | 0.00000504 | 0.928
total | 0.00127 | 0.00167 | 0.000396 | 1.80
==> metrics by stage <==
step	hold WS (ns)	util (%)
after global routing	0.375	47.0
after detailed placement	0.392	44.7
final	0.331	47.0
after floorplan	0.344	-
after CTS	0.342	47.0
after global placement	0.390	44.7
==> cells in the final DEF (no fill, tap or decap), drive strengths merged, types with 4 or more instances in the layout <==
cell,synthesis,layout
nor4,4,4
xnor2,14,14
buf,58,4
inv,14,15
nor2,58,58
dfstp,8,8
xor2,23,23
dfrtp,59,59
conb,2,24
and2,6,6
nand3,20,20
nand2,26,26
nor3,10,10
o21ai,11,11
nand4,8,8
and3,8,8
ha,4,4
clkbuf,2,9
clkdlybuf4s50,0,45
clkinv,0,4
Power is estimated from default activity; no workload was simulated.
